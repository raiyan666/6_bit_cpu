<file path="./design.v">
module ALU (
    input wire [5:0] A, B,            
    input wire OP,                    
    output reg [5:0] R,               
    output wire CF,                   
    output wire SF,                   
    output wire ZF                    
);
    wire [5:0] R_XANDOR;              
    wire [5:0] R_SHR;                 
    ALU_XOR_AND_OR_6bit XANDOR1 (
        .A(A),
        .B(B),
        .result(R_XANDOR)
    );
    ALU_SHR_6bit SHR1 (
        .in(A),
        .shift(B[2:0]),
        .out(R_SHR)
    );
    always @(*) begin
        case (OP)
            1'b0: begin
                R = R_XANDOR;  
            end
            1'b1: begin
                R = R_SHR;     
            end
            default: begin
                R = 6'b000000;  
            end
        endcase
    end
    assign CF = 1'b0;                     
    assign SF = R[5];                     
    assign ZF = ~(R[5] | R[4] | R[3] | R[2] | R[1] | R[0]);  
endmodule
module ALU_SHR_6bit (
   input wire [5:0] in,       
   input wire [2:0] shift,    
   output reg [5:0] out  
);
   always @(*) begin
      case (shift)
         3'b000: out = in;                     
         3'b001: out = {1'b0, in[5:1]};       
         3'b010: out = {2'b00, in[5:2]};      
         3'b011: out = {3'b000, in[5:3]};     
         3'b100: out = {4'b0000, in[5:4]};    
         3'b101: out = {5'b00000, in[5]};     
         3'b110: out = 6'b000000;             
         3'b111: out = 6'b000000;             
      endcase
   end
endmodule
module ALU_XOR_AND_OR_6bit(
    input wire [5:0]A,    
    input wire [5:0]B,    
    output wire [5:0]result 
);
    assign result= (A^B) & (A|B);
endmodule
</file>
<file path="./run.sh">
#!/bin/bash
# OpenROAD 26Q1-2900-gdf79404cd8, Yosys 0.63+post, stock flow scripts
make -C /OpenROAD-flow-scripts/flow DESIGN_CONFIG=/design/flow/config.mk WORK_HOME=/design/flow/orfs finish
</file>
<file path="./config.mk">
export PLATFORM = sky130hd
export DESIGN_NAME = ALU
export DESIGN_NICKNAME = ALU
export VERILOG_FILES = /design/flow/design.v
export SDC_FILE = /design/flow/constraint.sdc
export NUM_CORES = 4
export LEC_CHECK = 1
export CORE_AREA = 10 10 70 70
export DIE_AREA = 0 0 80 80
</file>
<file path="./constraint.sdc">
current_design ALU

set clk_period 1.8
set clk_io_pct 0.2

create_clock -name clk0 -period $clk_period

set non_clock_inputs [all_inputs -no_clocks]
set_input_delay [expr $clk_period * $clk_io_pct] -clock clk0 $non_clock_inputs
set_output_delay [expr $clk_period * $clk_io_pct] -clock clk0 [all_outputs]
</file>
==> changes_impl.md <==
## Implementation

- RSZ-0062 raised after global routing: true
- Post-DP HPWL: 1220 um
- Gr usage total: 6.21%
- Final hold vios: 0
- Synth Area per Inst: 7.27 um^2
- Slew Viols, Final: 0
- Clkbuf count: 0
- Flop pwr share: 0%
- Die height: around 80 um
- Combinational share of power: around 100%
- Failing checks: setup timing
- Cell Area, Synth: approximately 350 um^2
- Setup slack after layout: -0.445 ns
- Final ANT Viol Nets: 0
- Largest net degree at the start of global routing: 12
- Synth Warn #: 2
- TritonRoute pass-1 iters: 4
- Iter 0 DRT Violations: 37
- Post-CTS Hold Buffers: 0
- Layout cell share with drive strength beyond 1: 71.8%
- # setup viols final: 6
- MaxCap Viol Count: 0
- Switching portion of total power: a little under two fifths
- Initial Util: 10.2%
- Setup TNS: -1.36 ns
- Routability cong.: ~0.9
- Rows: 21
- F_max: 0.445 GHz
- Number of global-route vias before repair: approximately 670
- Sw Pwr: between 0.1 and 0.15 mW
- Initial antenna violation count: 0
- Ys cells: 48
- WL per Instance: about 15 um
- DRT Wirelength: about 2200 um
- FF+latch count: 0
- Max IR drop VDD: ~0.000090 V
- Worst EP arrival: approximately 1.9 ns
- Finished Cell Area: a little over 0.001 mm^2
- Die ar.: ~0.0064 mm^2
- Syn Inst Count: approximately 48
- Status: finished, violations left
- Post-synthesis cell type count: 29
- P per Cell Area: around 270 mW/mm^2
- Via/cell ratio: 4.26
- Leakage: approximately 0.48 nW
- Critical Path RT: around 1.4 ns
- Antenna diode count: 0
- Max FO, Critical Path: 6
- Placed Area: ~730 um^2
- FF+latch area: 0 um^2
- Fin crit share: 125%
- Worst setup SP type: primary input
- OpenROAD warning count: 35
- Total gr overflow: 0
- Die W: 80 um
- Vias: ~640
- P_int: 0.177 mW
- Post-synth top area share: approximately 8.6%
- Fin cells: 149
- Register share after synthesis: 0%
- Clock group share of total power: 0%
- First-pass GRT wire length: 3330 um
- Period minus WS final: roughly 2.2 ns
- Syn-to-layout area delta: 195%
- Hold Slack: between 1 and 1.5 ns
- # IOs: 22
- Area of the core: 0.00342 mm^2
- Worst hold path type: in -> out
- Yosys-reported design area after synthesis: between 300 and 400 um^2
- Placed cells: between 100 and 150
- IO Port Bufs: 21
- Worst Setup Path Type: in -> out
- Top cells, area: mux2i_1, xor2_1, nor2_1, xnor2_1, a41oi_2
- # DRC: 0
- Post-synth top area cell: mux2i_1
- Critical path endpoint category: primary output
[power groups by stage]
stage	logic, mW	registers [mW]	clock network, mW
CTS	0.258	0	0
global route	0.304	0	0
finish	0.283	0	0
[final cells by class]
cell class                      instances  area (um^2)
Multi-Input combinational cell         42          407
Tap cell                               46         57.6
Timing Repair Buffer                   60          561
Inverter                                1         6.26
Fill cell                             347         2380
[layer usage]
metal | up-vias | global-route usage, % | routed length [um]
li1 | 295 | - | -
met1 | 312 | 8.64 | 1020
met2 | 26 | 9.71 | 997
met3 | 2 | 1.59 | 140
met4 | 0 | 0.528 | 22
met5 | - | 0 | 0
[kinds of logic (layout without fill, tap and decap cells)]
kind of cell           count (synthesis)  after routing  synth area share, %
buffers and inverters                  6             61                 9.67
multiplexers                           4              4                 11.8
AND/OR/NAND/NOR                       16             16                 29.7
XOR/XNOR                               5              5                 12.5
other                                  1              1                 1.07
AND-OR/OR-AND                         16             16                 35.1
[cells in the final DEF, fill, tap and decap left out, types with 2 or more instances in the layout]
master,instances
a21oi_1,2
buf_2,6
buf_4,27
buf_6,13
buf_8,4
clkdlybuf4s15_1,2
dlygate4sd2_1,4
mux2i_1,2
nor2_1,4
nor2_4,2
o21ai_1,2
o21ai_2,2
o22ai_2,2
xnor2_2,2
xor2_1,3
[critical path: stages]
cell	delay, ns
buf_8	0.11
or4b_4	0.55
o22ai_2	0.12
a41oi_2	0.07
or4_4	0.44
nor3_2	0.10
buf_2	0.12
[metrics by stage]
stage                     power, mW  worst slack (ns)  util [%]
after detailed placement      0.186             -1.26      21.4
after CTS                     0.258            -0.538      28.4
after global placement        0.186             -1.27      21.4
after floorplan              0.0645           -0.0899         -
after global routing          0.304            -0.485      30.2
final                         0.283            -0.445      30.2
[path summary, 6_finish.rpt]
kind / from / end / cells past startpoint
max: B[1] / ZF / 7
min: A[5] / SF / 5
[synthesized netlist by cell type (all sizes together)]
cell,count
nor2,6
o22ai,3
mux2i,3
a41oi,1
nand4,1
inv,1
o21ai,4
a32oi,1
and3b,2
nor3,1
nand3,1
a21oi,3
a2bb2o,1
or4,1
nand4b,1
nand2,2
o311a,1
mux2,1
xor2,3
or4b,1
a211o,1
buf,5
a22o,1
conb,1
xnor2,2
[repair_timing]
| action | CTS | global route |
|---|---|---|
| setup buffers | 23 | 9 |
| pin swaps | 16 | 13 |
| gates resized | 100 | 10 |
| gates cloned | 0 | 1 |
| setup endpoints to repair | 8 | 8 |
No activity file was given, so power comes from the tool's default toggle rates.
